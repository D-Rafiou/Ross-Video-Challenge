--- flow/config.mk ---
export PLATFORM = sky130hd
export DESIGN_NAME = video_uut
export DESIGN_NICKNAME = video_uut
export VERILOG_FILES = /design/flow/design.v
export SDC_FILE = /design/flow/constraint.sdc
export NUM_CORES = 4
export LEC_CHECK = 1
export CORE_UTILIZATION = 40
--- flow/constraint.sdc ---
current_design video_uut

set clk_period 7.4
set clk_io_pct 0.2

create_clock -name clk0 -period $clk_period [get_ports {clk_i}]

set non_clock_inputs [all_inputs -no_clocks]
set_input_delay [expr $clk_period * $clk_io_pct] -clock clk0 $non_clock_inputs
set_output_delay [expr $clk_period * $clk_io_pct] -clock clk0 [all_outputs]
--- flow/design.v ---
module video_uut (
    input  wire         clk_i,             
    input  wire         cen_i,             
    input  wire         vid_sel_i,         
    input  wire [19:0]  vdat_bars_i,       
    input  wire [19:0]  vdat_colour_i,     
    input  wire [3:0]   fvht_i,            
    output wire [3:0]   fvht_o,            
    output wire [19:0]  video_o            
);
parameter integer box_x_start = 100;      
parameter integer box_y_start = 50;       
parameter integer box_width   = 50;       
parameter integer box_height  = 30;       
parameter framemax = 2475002475;
reg [31:0] framecount;
parameter eyelid_size = 20;
parameter integer square_size = 20;       
reg [9:0] square_x_pos;                   
reg [9:0] square_y_pos;                   
parameter shape_x_pos = 500;
parameter shape_y_pos = 500;
parameter shape_size = 200;
reg [9:0] h_counter;                      
reg [9:0] v_counter;                      
reg [9:0] h_counter2;                      
reg [9:0] v_counter2;                      
reg [19:0] vid_d1;                        
reg [3:0] fvht_d1;                        
wire H_IN = fvht_i[1];
wire V_IN = fvht_i[2];
reg H_DLY;
reg V_DLY;
wire H_POS = H_IN & ~H_DLY;
wire H_NEG = ~H_IN & H_DLY;
wire V_POS = V_IN & ~V_DLY;
wire V_NEG = ~V_IN & V_DLY;
reg no_box = 1;
reg [15:0] slow_counter;                  
wire slow_enable;                         
parameter [9:0] Y_VALUE = 10'h040;
parameter [9:0] CB_VALUE = 10'h200;
parameter [9:0] CR_VALUE = 10'h200;
parameter [9:0] Y_RED = 10'h040;      
parameter [9:0] CB_RED = 10'h350;
parameter [9:0] CR_RED = 10'h1b3;
parameter [9:0] Y_BEIGE = 10'h0f2;      
parameter [9:0] CB_BEIGE = 10'h073;
parameter [9:0] CR_BEIGE = 10'h082;
bit flip = 0;
assign slow_enable = (slow_counter == 16'hFFFF);   
reg [1:0] direction;                      
initial begin
    square_x_pos = 0;
    square_y_pos = 0;
    direction = 0;   
    slow_counter = 0;
	 framecount = 0 ;
end
always @(posedge clk_i) begin
    if (cen_i) begin
       if(framecount < framemax) begin
		 framecount <= framecount +1;
		 end
		 else begin
		 framecount = 0;
		 end
        slow_counter <= slow_counter + 1;
        if (slow_enable) begin
            case (direction)
                2'b00: square_x_pos <= square_x_pos + 1;  
                2'b01: square_y_pos <= square_y_pos + 1;  
                2'b10: square_x_pos <= square_x_pos - 1;  
                2'b11: square_y_pos <= square_y_pos - 1;  
            endcase
            if (square_x_pos >= (1024 - square_size)) begin
                square_x_pos <= 1024 - square_size;  
                direction <= 2'b01;  
            end
            if (square_y_pos >= (768 - square_size)) begin
                square_y_pos <= 768 - square_size;  
                direction <= 2'b10;  
            end
            if (square_x_pos < 0) begin
                square_x_pos <= 0;  
                direction <= 2'b11;  
            end
            if (square_y_pos < 0) begin
                square_y_pos <= 0;  
                direction <= 2'b00;  
            end
        end
    end
end
always @(posedge clk_i) begin
    if (cen_i) begin
        fvht_d1 <= fvht_i;
			H_DLY <= H_IN;
			V_DLY <= V_IN;
			h_counter2 <= (H_NEG) ? 0 : h_counter2 + 1;
			v_counter2 <= (H_POS & V_POS) ? 1 : (H_POS) ? v_counter2 + 1 : v_counter2;
			if ((h_counter2 >= shape_x_pos) && (h_counter2 < (shape_x_pos + shape_size)) &&
				 (v_counter2 >= shape_y_pos) && (v_counter2 < (shape_y_pos + shape_size))) begin
                 if(v_counter2 >= shape_y_pos && v_counter2 < shape_y_pos + eyelid_size)begin
							vid_d1 <= (flip) ? {Y_VALUE, CB_VALUE} : {Y_VALUE, CB_VALUE};
						end
						else begin
							vid_d1 <= (flip) ? {Y_RED, CR_RED} : {Y_RED, CB_RED};
						end
					flip <= ~flip;
			end else begin 
					if (slow_enable) begin
					if ((h_counter >= square_x_pos) && (h_counter < (square_x_pos + square_size)) &&
						 (v_counter >= square_y_pos) && (v_counter < (square_y_pos + square_size))) begin
						 if (no_box) begin
							vid_d1 <= {Y_VALUE,CB_VALUE};
						 end
					end
					else if ((h_counter >= box_x_start) && (h_counter < (box_x_start + box_width)) &&
								(v_counter >= box_y_start) && (v_counter < (box_y_start + box_height))) begin
						 if (no_box) begin
							vid_d1 <= {Y_VALUE,CB_VALUE};
						 end
					end else begin
						 if (no_box) begin
							vid_d1 <= (vid_sel_i) ? vdat_colour_i : vdat_bars_i;
						 end
					end
					if (h_counter == 1023) begin     
						 h_counter <= 0;
						 if (v_counter == 767)        
							  v_counter <= 0;
						 else
							  v_counter <= v_counter + 1;
					end else begin
						 h_counter <= h_counter + 1;
					end
			  end
			end    
    end
end
assign fvht_o  = fvht_d1;                 
assign video_o = vid_d1;                  
endmodule
--- flow/run.sh ---
#!/bin/bash
# OpenROAD 26Q1-2900-gdf79404cd8, Yosys 0.63+post, stock flow scripts
make -C /OpenROAD-flow-scripts/flow DESIGN_CONFIG=/design/flow/config.mk WORK_HOME=/design/flow/orfs finish
==> impl_metrics.toml <==
# synthesis and place-and-route metrics
[outcome]
status = "complete, no violations"

[final_timing]
hold_viol = 0
rsz0062_at_grt = "no"
hold_ws_ns = 0.578
fmax_mhz = 284
fin_setup_tns_ns = 0
period_needed_ns = 3.52
drv_slew = 0
fin_crit_sh = 0.476
fin_worst_skew_ns = 0.0174
tightest_slew_ns = 0.905
relSlewSlack = 0.397
finalSetupViolations = 0

[place]
port_buffers = 70
placed_area_um2 = 7690
gp_congestion = 0.792
hpwl_um = 9730

[cts]
clock_path_buffers = 2
numCtsBuffers = 9
postCtsHoldBufs = 0
ctsHtreeMaxLevel = 3
cts_setup_buffers = 0
cts.sinks = 103
path_clk_slew_ns = 0.07
post_cts_resized = 0
cts-root-buf = "clkbuf_16"
clock.latency.late_pin_ns = 0.36
cts_tree = "done"

[routing]
postRouteWirelength_um = 12800
vias_per_cell = 5.10
first_iter_violations = 170
ant_nets = 0
antenna_cells_inserted = 0
vias = 4742
firstDrtPassIters = 4
drc = 0
wl_per_cell_um = 13.7

[final_layout]
layout_top_cell = "edfxtp_1"
most-common-layout-cells = "edfxtp_1 (103), nor2_1 (73), clkdlybuf4s50_1 (70), ha_1 (63), inv_1 (43)"
area_growth_pct = 19.0
fin_util = 0.485
layout-drive-gt1-share = 0.0564
stdcell_area_um2 = 7990

[job]
warning_count = 34
drv_cap = 0

[critical_path]
cp_num_buf_inv = 3
cp_top_family = "buffers and inverters"
crit_chain = "clkdlybuf4s50_1 -> buf_4 -> nand4_1 -> nor2_1 -> buf_4 -> and2_1"
path_max_fanout = 33
end_kind = "flop"
cp.arrival_ns = 3.51
cp-start-kind = "input pin"
slowest_delay_ns = 0.45
path_class = "in2reg"
slowest_stage = "clkdlybuf4s50_1"
required_ns = 7.40
cp_common_cell = "buf_4"

[power]
pwr_density_cell_nw_per_um2 = 154
p_leak_nw = 3.01
peakVddDrop_v = 0.000182

[yosys]
synth-seq-cells = 103
postSynthSeqShare = 0.460
ys.flop_type = "edfxtp_1"
netlist_area_um2 = 6720
top_area_cell = "edfxtp_1"
area_leaders = "edfxtp_1 (46%), ha_1 (12%), xnor2_1 (5.1%)"
ys_cells = 628
synth-async-reset-ratio = 0
top_cell_area_share = 0.460
edf_count = 103
syn_area_per_cell_um2 = 10.7
yosys_area_um2 = 6720
syn-instance-count = 628
yosysUniqueCellTypes = 65
yosysWarnings = 1

[global_routing]
grt_max_degree = 34
grt_overflow = 0
grt_pass1_wl_um = 22100
grtUsageTotal = 0.162
antenna_found_initial = 0
grt_pass1_vias = 4729

[hold_path]
min_path_type = "reg2reg"

[floorplanning]
initCoreUtil = 0.408
placeableCoreArea_um2 = 16500
die_y_um = 132
dieArea_um2 = 17300
die_w_um = 132
rows = 47
num_io_pins = 71
-- cells in the mapped netlist, drive strengths merged (5+ instances only) --
cell type and number:
a211oi 9, a21o 6, a21oi 16, and2 5
and3 7, and4 5, buf 7, clkbuf 5
edfxtp 103, ha 63, inv 43, mux2i 18
nand2 41, nand2b 8, nand3 25, nand4 9
nor2 73, nor2b 16, nor3 5, nor4 7
o21a 8, o21ai 33, or3 10, xnor2 39
xor2 28
-- state kept, by name (all words and copies together) (netlist names) --
name / flops
direction: 2
flip: 1
fvht_d1: 4
h_counter: 10
h_counter2: 10
slow_counter: 16
square_x_pos: 10
square_y_pos: 10
v_counter: 10
v_counter2: 10
vid_d1: 20
-- through the flow --
stage               total power [mW]  std cells  worst slack, ns
floorplan                      0.725        628             4.47
global placement               0.767        913             3.51
detailed placement             0.770        913             3.50
CTS                             1.25        929             3.88
global route                    1.29        929             3.71
finish                          1.23        929             3.88
-- power breakdown --
part	switching, mW	leakage (nW)	total [mW]	internal (mW)
logic	0.0295	2.03	0.0787	0.0492
clock network	0.234	0.150	0.476	0.242
registers	0.0167	0.835	0.677	0.660
total	0.280	3.01	1.23	0.951
-- per-layer routing --
metal / wire length (um) / GRT usage / part of all wire / vias to the layer above
met5: 0 / 0 / 0 / -
met4: 98 / 0.0174 / 0.0077 / 0
met3: 501 / 0.0394 / 0.039 / 8
met2: 6190 / 0.264 / 0.48 / 69
met1: 5980 / 0.237 / 0.47 / 2226
li1: - / - / - / 2439
-- kinds of logic after synthesis --
family,Yosys count,share of synthesized area
xor+xnor,67,0.0873
buf+inv,55,0.0348
flops,103,0.460
mux,19,0.0285
compound gates,98,0.101
simple gates,221,0.165
fa+ha+maj,65,0.123
-- path summary, 6_finish.rpt --
check	slack [ns]	start	cells after the start	endpoint
max reg2reg	4.16	square_y_pos[3]$_SDFFCE_PP1P_	11	vid_d1[0]$_DFFE_PP_
min reg2reg	0.58	flip$_DFFE_PP_	1	flip$_DFFE_PP_
max	3.88	cen_i	6	v_counter[6]$_SDFFCE_PN0P_
min	0.58	flip$_DFFE_PP_	1	flip$_DFFE_PP_
-- area by class of cell --
| class | instances | area [um2] |
|---|---|---|
| clock buffer | 9 | 225 |
| inverter | 43 | 161 |
| fill | 1457 | 8470 |
| sequential | 103 | 3090 |
| tap | 220 | 275 |
| timing repair buffer | 77 | 753 |
| multi-input combinational | 470 | 3400 |
| clock inverter | 7 | 81.3 |
Power figures rest on the tool's default switching activity, not on a simulated workload.
